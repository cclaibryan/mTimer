$ cat flow/config.mk
export PLATFORM = sky130hd
export DESIGN_NAME = mainLogic
export DESIGN_NICKNAME = mainLogic
export VERILOG_FILES = /design/flow/design.v
export SDC_FILE = /design/flow/constraint.sdc
export NUM_CORES = 4
export LEC_CHECK = 1
export CORE_UTILIZATION = 40
export SYNTH_HDL_FRONTEND = slang
$ cat flow/constraint.sdc
current_design mainLogic

set clk_period 3.3
set clk_io_pct 0.2

create_clock -name clk0 -period $clk_period [get_ports {clk}]

set non_clock_inputs [all_inputs -no_clocks]
set_input_delay [expr $clk_period * $clk_io_pct] -clock clk0 $non_clock_inputs
set_output_delay [expr $clk_period * $clk_io_pct] -clock clk0 [all_outputs]
$ cat flow/design.v
`timescale 1ns / 1ps
module clk_divider(
input clk_input,
output clk_output
    );
parameter rate = 1000;
reg [16:0] counter = 0;
assign clk_output = ( counter == rate );
always @(posedge clk_input) begin
	if (counter == rate)  counter <= 1;
	else  				    	counter <= counter + 1;
end
endmodule
`timescale 1ns / 1ps
module dex_counter(
input clk,
input cen, 
input reset,
output reg [3:0] counter,
output carry
    );
	always @(posedge clk) begin
		if (reset)	counter = 0;
		else if (cen) 
			begin		
				if (counter == 10)	counter = 0;
				counter = counter + 1;
			end
	end
	assign carry = (counter == 9);
endmodule
`timescale 1ns / 1ps
module fsm(
input start, 
input stop, 
input inc,
input clk,
input reset,
output reg [1:0] state
    );
parameter STOP = 2'b00;
parameter START = 2'b01;
parameter INC = 2'b10;
reg [1:0] nextState ;
always @(posedge clk, posedge reset) begin
	if (reset) state = STOP;
	else		  state = nextState;
end
always @(*) begin	
	case (state)
		START: if (stop)		nextState = STOP;
				 else		   	nextState = START;
		STOP:	 if (start)		nextState = START;
				 else if (inc) nextState = INC;
				 else				nextState = STOP;
		INC:	 if (inc)		nextState = INC;
				 else				nextState = STOP;
		default:					nextState = STOP;
	endcase
end
endmodule
`timescale 1ns / 1ps
module mainLogic(
input start, 
input stop,
input inc,
input clk,
input reset,
output [3:0] an,
output [6:0] seg,
output dp
    );
	parameter STOP = 2'b00;
	parameter START = 2'b01;
	parameter INC = 2'b10;
	wire [3:0] carry;
	wire [1:0] currentState;
	wire [15:0] whole_num;
	wire clk_1k;
	reg cen;
	clk_divider #100000 divider(.clk_input(clk), .clk_output(clk_1k));
	fsm myFSM(.start(start), .stop(stop), .inc(inc), .clk(clk), .reset(reset), .state(currentState));
	always @(*) begin
		if (currentState == STOP)	cen = 0;
		else 								cen = 1;
	end
	dex_counter count_1(.clk(clk), .cen(cen && clk_1k),.reset(reset), .counter(whole_num[3:0]),.carry(carry[0]));
	dex_counter count_10(.clk(clk), .cen(cen && carry[0] && clk_1k),.reset(reset), .counter(whole_num[7:4]),.carry(carry[1]));
	dex_counter count_100(.clk(clk), .cen(cen && carry[0] && carry[1] && clk_1k ),.reset(reset), .counter(whole_num[11:8]),.carry(carry[2]));
	dex_counter count_1000(.clk(clk), .cen(cen && carry[0] && carry[1] && carry[2] && clk_1k),.reset(reset), .counter(whole_num[15:12]),.carry(carry[3]));
	seg7show myShower(.clk(clk), .second(whole_num), .dp(dp), .an(an), .seg(seg));
endmodule
`timescale 1ns / 1ps
module seg7show(
input clk,
input [15:0] second,
output reg dp,
output reg [3:0] an,
output reg [6:0] seg
    );
	wire segClk;
	reg [1:0] counter;
	reg [3:0] currentInput;
	reg [16:0] clk_counter  = 0;
	always @(posedge clk) begin
		clk_counter = clk_counter + 1;
	end
	assign segClk = clk_counter[16];
	always @(posedge segClk) begin
		counter <= counter + 1;
		case (counter) 
			2'b00:
				begin
					an = 4'b1110;
					currentInput <= second[3:0];
					dp = 1;
				end
			2'b01:
				begin
					an = 4'b1101;
					currentInput <= second[7:4];
					dp = 1;
				end
			2'b10:	
				begin
					an = 4'b1011;
					currentInput <= second[11:8];
					dp = 1;				
				end
			2'b11: 
				begin
					an = 4'b0111;
					currentInput <= second[15:12];
					dp = 0;
				end
			default:
				begin
					an = 4'b1111;
					currentInput <= second[3:0];
				end
		endcase
	end
	always @(*) begin
		case (currentInput)
			0: seg = 7'b0000001; 
			1: seg = 7'b1001111; 
			2: seg = 7'b0010010; 
			3: seg = 7'b0000110; 
			4: seg = 7'b1001100; 
			5: seg = 7'b0100100; 
			6: seg = 7'b0100000; 
			7: seg = 7'b0001111; 
			8: seg = 7'b0000000; 
			9: seg = 7'b0000100; 
			default: seg = 7'b0000001;
		endcase
	end
endmodule
$ cat flow/run.sh
#!/bin/bash
# OpenROAD 26Q1-2900-gdf79404cd8, Yosys 0.63+post, stock flow scripts
make -C /OpenROAD-flow-scripts/flow DESIGN_CONFIG=/design/flow/config.mk WORK_HOME=/design/flow/orfs finish
==> run summary <==
Summary of the current implementation state.

- The sum of negative setup slack is 0 ns, for reference.
- The post-synth design cell area is 2960 sq um, for reference.
- For this design, the slowest cell found on the critical path is sky130_fd_sc_hd__or4_1.
- The portion of total power attributed to the clock network is 35.4%, for reference.
- Setup slack on the worst path after placement came out at 1.092 ns.
- Registers are responsible for 62.3% of the overall power.
- Combinational logic is responsible for 2.2% of the overall power.
- The type of the tightest min-delay check is reg -> reg, for reference.
- TritonCTS built the clock tree.
- Traced cell by cell, the critical path runs through nor4b_2, nand4_2, or4_1, a31oi_1.
- The number of setup buffers added after CTS is 0.
- The required time at the worst-slack endpoint is 3.52 ns, for reference.
- For the worst-skew pair, the clock arrives at the later sink with an insertion delay of 0.30 ns.
- The final routed wire length divided by cell count is 11.65 um, for reference.
- Detailed-route iteration 0 reported a violation count of 146.
- After clock tree synthesis, the repair step resized 0 gates.
- The floorplan row count is 30, for reference.
- The filler cell count in the final layout is 670, for reference.
- The layout stage reports a final design area of 3279 sq um.
- The transition time of the tightest slew-check pin is 0.7039 ns, for reference.
- The count of inserted antenna diode cells is 0, for reference.
- The peak clock frequency supported by timing is 465.7 MHz, for reference.
- The worst ir drop on vdd is 0.1971 mV, for reference.
- Yosys mapped a number of flops with a built-in enable equal to 0.
- Entering global routing, the biggest net connects 26 pins.
- The effective utilization at floorplan is 42.40%, for reference.
- The netlist uses 45 different library cells.
- The switching portion of total power is 20.83%, for reference.
- The die is 88.03 um wide.
- The HPWL reported at the end of detailed placement is 3.584 mm, for reference.
- The largest stage delay on the critical path is 0.67 ns, for reference.
- The synthesis stat section lists a flop and latch total of 66.
- The initial antenna violation count is 0, for reference.
- The final layout contains routed wiring with a total length of 4.930 mm.
- The smallest clock period supported by the final layout is computed as 2.148 ns.
- The net switching power in the latest report is 0.0002173 W.
- The worst setup margin is 1.153 ns, for reference.
- The hold buffer count at cts is 0, for reference.
- The capturing element type of the critical path is a flip-flop, for reference.
- The area share of the leading cell type in the synthesized netlist is 42.60%, for reference.
- The arrival time of the worst setup path is 2.37 ns, for reference.
- The reported max-cap violation count is 0, for reference.
- For reference, the clock transition at the flip-flops on the worst setup and hold paths is 0.09 ns.
- Per the synth stats, the flop cell with the highest instance count is sky130_fd_sc_hd__dfxtp_1.
- The remaining antenna violation count is 0, for reference.
- After synthesis, the design contains 315 cells according to Yosys.
- The internal cell power is 0.0008258 W, for reference.
- The fraction of final layout cells with drive strength greater than 1 is 4.281%, for reference.
- The number of warnings reported in the stage logs is 32.
- The worst max-slew margin expressed relative to the limit is 52.92%, for reference.
- The via count is 2147, for reference.
- The post-route clock skew is 0.005270 ns, for reference.
- By instance count, the leading cell after synthesis is sky130_fd_sc_hd__dfxtp_1.
- The wire length of the first global-routing pass is 8.859 mm, for reference.
- The post-synthesis async set-or-reset flop share is 4.545%, for reference.
- The overall chip area is 7749 sq um, for reference.
- The global-route usage over all layers is 14.47%, for reference.
- The mean instance size in the synthesized netlist is 9.398 sq um, for reference.
- For reference, the top cells by area after synthesis are sky130_fd_sc_hd__dfxtp_1, sky130_fd_sc_hd__ha_1, sky130_fd_sc_hd__xnor2_1.
- The top fanout value on the critical path is 25, for reference.
- Setup repair after global routing left no endpoint under its margin.
- The hold violation total from the final report is 0, for reference.
- Compared with the post-synthesis result, the final layout area differs by 10.78%.
- From bottom edge to top edge, the die measures 88.03 um.
- The footprint of the flip-flops and latches is 1338 sq um, for reference.
- The routed design shows a via density per instance of 5.076.
- According to the I/O placement log, the pin count is 17.
- The commonest cells after synthesis are sky130_fd_sc_hd__dfxtp_1, sky130_fd_sc_hd__nand3_1, sky130_fd_sc_hd__inv_1.
- Per the detail_route report, DRC violations left total 0.
- The synthesized instance count is 315.
- The area of combinational cells with multiple inputs is 1481 sq um, for reference.
- For this run the aggregate overflow at the end of global routing stands at 0.
- The core region area is 6982 sq um, for reference.
- In the log, the iteration count for the first detailed-route pass is 4.
- The type of element launching the critical path is a flip-flop, for reference.
- Per the gpl log, the routability congestion estimate is 0.8067.
- Buffers inserted during clock tree synthesis total 5.
- The leakage component of the power was reported as 1.179 nW.
- Counting pins that exceed their max-slew limit in the final report gives 0.
- The number of global-route vias before repair came to 1990.
- The flow ran to the end, and the final reports show no timing, DRC or antenna violations.
- The power density of the placed cells is 318.1 nW/um^2, for reference.
- 25 endpoints have no timing constraint.
- According to the Yosys statistics, the synthesized design has a chip area of 2960 sq um.
- The final clock period utilization by the worst path is 65.08%, for reference.
- The H-tree generated during clock tree synthesis spans 2 levels.
- The final setup violation count is 0, for reference.
- The placed instances occupy a cell area of 3189 sq um.
- The timer found 13 register pins that no clock reaches; their paths are not timed.
- Looking at the clock tree report, the maximum root-to-sink buffer count equals 2.
- The warning tally printed by Yosys for this design is 0.
- The root cell of the clock tree is sky130_fd_sc_hd__clkbuf_8, for reference.
- The number of port buffers is 16, for reference.
- The part of the Yosys area used for sequential elements is 45.18%, for reference.
- The category of the critical setup timing path is reg -> reg, for reference.
- The cell accounting for the most synthesized area is sky130_fd_sc_hd__dfxtp_1, for reference.
worst max-delay path, delay by kind of cell, from the launching register on:
kind             cells  cell delay [ns]
AND-OR/OR-AND        1             0.16
flip-flops           1             0.35
AND/OR/NAND/NOR      3             1.55
final cells by class:
class | count | area share (%)
multi-input cells | 213 | 45.17
flip-flops and latches | 66 | 40.79
repair buffers | 16 | 4.884
well taps | 96 | 3.663
clock buffers | 8 | 2.747
inverters | 24 | 2.747
final timing paths:
kind	start	to	slack, ns	depth (start not counted)
worst min register to register	divider.counter[0]	divider.counter[0]	0.42	1
max in group asynchronous	reset	myFSM.state[0]	2.00	2
worst min-delay path	divider.counter[0]	divider.counter[0]	0.42	1
worst max-delay path	divider.counter[13]	count_100.counter[3]	1.15	4
min in group asynchronous	reset	myFSM.state[2]	1.06	2
worst max register to register	divider.counter[13]	count_100.counter[3]	1.15	4
stage by stage:
stage | hold slack [ns] | total power [W] | std cells | util, %
floorplan | 0.3838 | 0.0006790 | 315 | -
global placement | 0.3955 | 0.0006885 | 415 | 45.68
detailed placement | 0.4039 | 0.0006886 | 415 | 45.68
CTS | 0.4228 | 0.001062 | 423 | 46.97
global route | 0.4448 | 0.001089 | 423 | 46.97
finish | 0.4225 | 0.001043 | 423 | 46.97
layout by cell type (no fill, tap or decap), types with 5 or more instances in the layout:
| cell | netlist | final |
|---|---|---|
| sky130_fd_sc_hd__nor2_1 | 16 | 16 |
| sky130_fd_sc_hd__nand4_1 | 10 | 10 |
| sky130_fd_sc_hd__clkdlybuf4s50_1 | 0 | 16 |
| sky130_fd_sc_hd__xnor2_1 | 16 | 16 |
| sky130_fd_sc_hd__nor2b_1 | 7 | 7 |
| sky130_fd_sc_hd__xor2_1 | 13 | 13 |
| sky130_fd_sc_hd__clkbuf_8 | 0 | 6 |
| sky130_fd_sc_hd__inv_1 | 23 | 23 |
| sky130_fd_sc_hd__ha_1 | 14 | 14 |
| sky130_fd_sc_hd__o31ai_1 | 5 | 5 |
| sky130_fd_sc_hd__a21oi_1 | 13 | 13 |
| sky130_fd_sc_hd__o21ai_0 | 15 | 15 |
| sky130_fd_sc_hd__nand3_1 | 24 | 24 |
| sky130_fd_sc_hd__dfxtp_1 | 63 | 63 |
| sky130_fd_sc_hd__and3_1 | 7 | 7 |
| sky130_fd_sc_hd__nand2_1 | 16 | 16 |
| sky130_fd_sc_hd__mux2i_1 | 7 | 7 |
| sky130_fd_sc_hd__nor3_1 | 6 | 6 |
state kept, by name, summed over array words and instances, names as in the netlist:
register and count:
count_1.counter 4, count_10.counter 4, count_100.counter 4, count_1000.counter 4
divider.counter 17, myFSM.state 3, myShower.an 4, myShower.clk_counter 17
myShower.counter 2, myShower.seg 7
kinds of logic after synthesis:
kind of cell | count (synthesis) | share of synthesized area, %
XOR/XNOR | 29 | 8.580
AND-OR/OR-AND | 49 | 10.36
adder cells (fa/ha/maj) | 14 | 5.917
buffers and inverters | 36 | 4.776
flip-flops | 66 | 45.18
AND/OR/NAND/NOR | 112 | 22.06
multiplexers | 9 | 3.128
power groups by stage:
| stage | Sequential (W) | Combinational [W] | Clock, W |
|---|---|---|---|
| 4_1_cts | 0.000650 | 0.0000234 | 0.000388 |
| 5_1_grt | 0.000651 | 0.0000260 | 0.000412 |
| 6_report | 0.000650 | 0.0000232 | 0.000370 |
metal layers:
layer | global-route usage (%) | wire [um] | vias up
met5 | 0 | 0 | -
met4 | 2.053 | 87 | 0
met3 | 1.718 | 158 | 7
met2 | 23.40 | 2189 | 33
met1 | 21.98 | 2495 | 982
li1 | - | - | 1125
Power and IR drop assume default switching activity.
